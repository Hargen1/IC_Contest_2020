`flow/run.sh`:
```
#!/bin/bash
# OpenROAD 26Q1-2900-gdf79404cd8, Yosys 0.63+post, stock flow scripts
make -C /OpenROAD-flow-scripts/flow DESIGN_CONFIG=/design/flow/config.mk WORK_HOME=/design/flow/orfs finish
```
`flow/config.mk`:
```
export PLATFORM = sky130hd
export DESIGN_NAME = SME
export DESIGN_NICKNAME = SME
export VERILOG_FILES = /design/flow/design.v
export SDC_FILE = /design/flow/constraint.sdc
export NUM_CORES = 4
export LEC_CHECK = 1
export CORE_UTILIZATION = 50
```
`flow/constraint.sdc`:
```
current_design SME

set clk_period 28.2
set clk_io_pct 0.2

create_clock -name clk0 -period $clk_period [get_ports {clk}]

set non_clock_inputs [all_inputs -no_clocks]
set_input_delay [expr $clk_period * $clk_io_pct] -clock clk0 $non_clock_inputs
set_output_delay [expr $clk_period * $clk_io_pct] -clock clk0 [all_outputs]
```
`flow/design.v`:
```
module SME ( clk, reset, chardata, isstring, ispattern, valid, match, match_index);
input clk;
input reset;
input [7:0] chardata;
input isstring;
input ispattern;
output valid;
output match;
output [4:0] match_index;
reg [7:0] string[0:31];
reg [7:0] pattern[0:7];
reg match;
reg valid;
reg valid_temp;
reg match_temp;
reg match_done;
reg star_flag;
reg match_t;
reg beg_flag;
reg [4:0] match_index;
reg [2:0] state;
reg [2:0] n_state;
reg [5:0] string_cnt;			 
reg [5:0] string_cnt_temp;
reg [3:0] pattern_cnt;			 
reg [4:0] star_index;
reg [5:0] string_index_temp;		 
reg [5:0] string_index;			
reg [3:0] pattern_index;		
parameter IDLE = 3'b000;
parameter STR  = 3'b001;
parameter PAT  = 3'b010;
parameter DEC  = 3'b011;
parameter OUT  = 3'b100;
integer i;
always@(posedge clk or posedge reset) begin
    if(reset) begin
       state <= IDLE; 
    end
    else begin
       state <= n_state;
    end
end
always@(*) begin
    case(state) 
         IDLE: begin
                  if(isstring) n_state = STR;
                  else if (ispattern) n_state = PAT;
                  else n_state = state;             
         end      
         STR: begin
                  if(ispattern) n_state = PAT;
                  else n_state = state;
         end      
         PAT: begin  
                  if(!ispattern) n_state = DEC; 
                  else n_state = state;
         end
         DEC: begin 
                 if(match_done) n_state = OUT;
                 else n_state = state;
         end
         OUT: begin
         		if(!valid_temp) n_state = IDLE;
                 else n_state = state;
         end
         default: n_state = state;
    endcase
end
always @(posedge clk or posedge reset) begin
	if (reset) begin
		string_cnt <= 0;
	end
	else begin
		case(n_state)
			STR: begin
				if (isstring) begin
					string_cnt <= string_cnt + 1;
				end
				else begin
					string_cnt <= string_cnt;
				end
			end
			OUT: begin
					string_cnt <= 0;
				 end 
			default: begin
				string_cnt <= string_cnt;
			end				
		endcase
	end
end
always @(posedge clk or posedge reset) begin
	if (reset) begin
		string_cnt_temp <= 0;
	end
	else if (isstring) begin
	    string_cnt_temp <= string_cnt;
	end
	else begin
		string_cnt_temp <= string_cnt_temp;
	end
end
always @(posedge clk or posedge reset) begin
	if (reset) begin
		pattern_cnt <= 0;
	end
	else begin
		case(n_state)
			PAT: begin
				if (ispattern) begin
					pattern_cnt <= pattern_cnt + 1;
				end
				else begin
					pattern_cnt <= pattern_cnt;
				end
			end
			OUT: pattern_cnt <= 0;
			default: pattern_cnt <= pattern_cnt;
		endcase
	end
end
always @(posedge clk or posedge reset) begin
	if (reset) begin
		for(i = 0; i <8; i=i+1) begin
			pattern[i] <= 8'b0;
		end		
    end
    else begin
    	case(n_state)
    		PAT: begin
    			if (ispattern) begin
    				pattern[pattern_cnt] <= chardata;
    			end
    			else begin
    				pattern[pattern_cnt] <= pattern[pattern_cnt];		
    			end
    		end
    		default: begin
    			for(i = 0; i < 8; i= i + 1) begin
					pattern[i] <= pattern[i];
				end
    		end
    	endcase
    end
end
always @(posedge clk or posedge reset) begin
	if (reset) begin
		for(i = 0; i <32; i=i+1)begin
			string[i] <= 8'b0;
		end
	end
	else begin
		case(n_state)
			STR: begin
    			if (isstring) begin
    				string[string_cnt] <= chardata; 
    			end
    			else begin
    				string[string_cnt] <= string[string_cnt];
    			end
    		end
    		default: begin
    			for(i = 0; i < 32; i = i + 1)begin
					string[i] <= string[i];
				end
    		end
		endcase
	end
end
always @(posedge clk or posedge reset) begin
	if (reset) begin
		string_index <= 0;
		pattern_index <= 0;
		string_index_temp <= 0;	
	end
	else begin
		case(state)	 
			PAT: begin
				pattern_index <= 0;
				string_index <= 0;
				string_index_temp <= 0;
			end 
			DEC: begin
				if (pattern[pattern_index] == 8'h24 && (string[string_index] == 8'h20 || string_index == string_cnt_temp + 1)) begin
					pattern_index <= pattern_index;
					string_index <= string_index;
					string_index_temp <= string_index_temp;
				end
				else if (string[string_index] == pattern[pattern_index] || pattern[pattern_index] == 8'h2E) begin
					if (pattern_index + 1 < pattern_cnt) begin
						string_index  <= string_index  + 1;
						pattern_index <= pattern_index + 1;
						string_index_temp <= string_index_temp;
					end
					else begin
						pattern_index <= pattern_index;
						string_index <= string_index;
						string_index_temp <= string_index_temp;
					end
				end
				else if (pattern[pattern_index] == 8'h2A) begin
					pattern_index <= pattern_index + 1;
					string_index <= string_index;
					string_index_temp <= string_index_temp;
				end
				else if (pattern[0] == 8'h5E && string_index == 0 && ((string[string_index + 5'd1] == pattern[pattern_index + 5'd1]) || pattern[pattern_index + 5'd1] == 8'h2E)) begin
					string_index  <= string_index  + 1;
					pattern_index <= pattern_index + 1;
					string_index_temp <= string_index_temp;
				end
				else if (pattern[0] == 8'h5E && string[string_index] == 8'h20 && ((string[string_index + 5'd1] == pattern[pattern_index + 5'd1]) || pattern[pattern_index + 5'd1] == 8'h2E)) begin
					string_index  <= string_index  + 1;
					pattern_index <= pattern_index + 1;
					string_index_temp <= string_index_temp;
				end
				else begin
					if (star_flag == 1 && string_index < string_cnt_temp + 1) begin
						if (beg_flag == 1 && string[string_index] == 8'h20) begin
							pattern_index <= pattern_index;
							string_index <= string_index;
							string_index_temp <= string_index_temp;
						end
						else begin
							string_index_temp <= string_index_temp + 1;
							string_index      <= string_index + 1;
							pattern_index <= star_index;
						end
					end
					else if (string_index  == string_cnt_temp + 1) begin
						pattern_index <= pattern_index;
						string_index <= string_index;
						string_index_temp <= string_index_temp;
					end
					else begin
						string_index_temp <= string_index_temp + 1;
						string_index      <= string_index_temp + 1;
						pattern_index     <= 4'b0000;
					end
				end
			end
			OUT: begin
				string_index <= 0;
				pattern_index <= 0;
				string_index_temp <= 0;
			end
			default: begin
				string_index <= string_index;
				pattern_index <= pattern_index;
				string_index_temp <= string_index_temp;
			end
		endcase
	end
end
always @(posedge clk or posedge reset) begin
	if (reset) begin
		beg_flag <= 0;
	end
	else begin
		case(state)
			PAT: beg_flag <= 0;
			DEC: begin
				if (pattern[0] == 8'h5E && string_index == 0 && ((string[string_index + 5'd1] == pattern[pattern_index + 5'd1]) || pattern[pattern_index + 5'd1] == 8'h2E)) begin
					beg_flag <= 1;
				end
				else if (pattern[0] == 8'h5E && string[string_index] == 8'h20 && ((string[string_index + 5'd1] == pattern[pattern_index + 5'd1]) || pattern[pattern_index + 5'd1] == 8'h2E)) begin
					beg_flag <= 1;
				end
				else begin
					beg_flag <= beg_flag;
				end
			end
			default: beg_flag <= beg_flag;
		endcase
	end
end
always @(posedge clk or posedge reset) begin
	if (reset) begin
		match_t  <= 0;
		valid_temp <= 0;
	end
	else begin
		case(state)
			OUT: begin
				valid_temp <= 1;
				match_t <= match_temp;			
			end 
			default: begin
				valid_temp <= 0;
				match_t <= 0;
			end 
		endcase
	end
end
always @(posedge clk or posedge reset) begin
	if (reset) begin
		valid <= 0;
		match <= 0;
	end
	else  begin
		valid <= valid_temp;
		match <= match_t;
	end
end
always @(posedge clk or posedge reset) begin
	if (reset) begin
		match_done <= 0;
		match_temp <= 0;
	end
	else begin
		case(state)
			PAT: begin
				match_done <= 0;
				match_temp <= 0;
			end
			DEC: begin
				if (pattern[pattern_index] == 8'h24 && (string[string_index] == 8'h20 || string_index == string_cnt_temp + 1)) begin
					match_done <= 1;
					match_temp <= 1;
				end
				else if (string[string_index] == pattern[pattern_index] || pattern[pattern_index] == 8'h2E) begin
					if (pattern_index + 1 < pattern_cnt) begin
						match_done <= match_done;
						match_temp <= match_temp;
					end 
					else begin
						match_done <= 1;
						match_temp <= 1;
					end 
				end
				else begin
					if (star_flag == 1 && string_index < string_cnt_temp + 1) begin
						if (beg_flag == 1 && string[string_index] == 8'h20) begin
							match_done <= 1;
							match_temp <= 0;
						end
						else begin
							match_done <= match_done;
						end
					end
					else if (string_index  == string_cnt_temp + 1) begin
						match_done <= 1;
						match_temp <= 0;
					end
					else begin
						match_done <= match_done;
						match_temp <= match_temp;
					end
				end
			end
			default: begin
				match_done <= match_done;
				match_temp <= match_temp;
			end 
		endcase
	end
end
always @(posedge clk or posedge reset) begin
	if (reset) begin
		star_flag <= 0;
		star_index <= 0;
	end
	else begin
		case(state)
			PAT: begin
				star_flag <= 0;
				star_index <= 0;
			end
			DEC: begin
				if (pattern[pattern_index] == 8'h2A) begin
					star_flag <= 1;
					star_index <= pattern_index + 1;
				end
				else begin
					star_flag <= star_flag;
					star_index <= star_index;
				end
			end
			default: begin
				star_flag <= 0;
				star_index <= 0;
			end
		endcase
	end
end
always @(posedge clk or posedge reset) begin
	if (reset) begin
		match_index <= 0;
	end
	else begin
		case(state)
			PAT: match_index <= 0;
			DEC: begin
				if (string[string_index] == pattern[pattern_index] || pattern[pattern_index] == 8'h2E) begin
					if (pattern_index + 1 < pattern_cnt) begin
						if(pattern_index == 0) match_index <= string_index;	
						else match_index <= match_index;
					end
					else begin
						if(pattern_index == 0) match_index <= string_index;	
						else match_index <= match_index;
					end
				end
				else if (pattern[0] == 8'h5E && string_index == 0 && ((string[string_index + 5'd1] == pattern[pattern_index + 5'd1]) || pattern[pattern_index + 5'd1] == 8'h2E)) begin
					match_index <= string_index;
				end
				else if (pattern[0] == 8'h5E && string[string_index] == 8'h20 && ((string[string_index + 5'd1] == pattern[pattern_index + 5'd1]) || pattern[pattern_index + 5'd1] == 8'h2E)) begin
					match_index <= string_index  + 1;
				end
				else begin
					match_index <= match_index;
				end
			end
			default: match_index <= match_index;
		endcase
	end
end
endmodule
```
==> ci_impl_report.md <==
## Synthesis and layout report

| Metric | Value |
|---|---|
| Result of the run | `finished, final reports clean` |
| Global-route track usage on met2 | `75.4%` |
| Gr usage total | `59.7%` |
| Total power after layout | `0.00116 W` |
| CTS tree | `built` |
| Pwr dens | `between 40 and 50 nW/um2` |
| Clock transition time at the flip-flop clock pins of the worst setup and hold paths | `60 ps` |
| Count of pins over their slew limit | `0` |
| Library cell with the largest summed area after synthesis | `sky130_fd_sc_hd__dfrtp_1` |
| Count of distinct cell types in the synthesized netlist | `104` |
| Violation count after the first detailed-route iteration | `about 4200` |
| Post-synth ARST share | `100%` |
| Initial antenna violation count | `18` |
| Insertion delay to the later sink of the worst-skew pair | `620 ps` |
| Total of cells resized after clock tree synthesis | `0` |
| Buffers inserted by post-CTS timing repair | `0` |
| GP Congestion | `1.18` |
| Tally of buffers added on design ports | `18` |
| Number of global-route vias before repair | `25925` |
| Met3 routing resource usage after global routing | `roughly two fifths` |
| Share of the clock period used by the worst path after layout | `around 31%` |
| CORE AREA | `48000 um2` |
| Primary flip-flop cell chosen by synthesis mapping | `sky130_fd_sc_hd__dfrtp_1` |
| Post-detailed-route wirelength per cell | `between 40 and 50 um` |
| Sequential area share after synthesis | `38.1%` |
| Detailed-route vias per instance | `between 7 and 8` |
| Buffer depth of the longest clock path | `3` |
| Core utilization before placement | `51.1%` |
| Iteration tally of the first detailed-router pass | `12` |
| Required arrival time at the worst endpoint | `28690 ps` |
| Final critical-path required period | `8750 ps` |
| Layout overhead on the synthesized area | `11.1%` |
| Wire length reported by the detailed router | `142000 um` |
| Most Crowded Layer GR | `met2` |
| Yosys reg bits | `between 300 and 400` |
| Horizontal extent of the die | `224 um` |
| Final-layout setup total negative slack | `0 ps` |
| Yosys warns | `3` |
| Remaining global-route overflow | `0` |
| Worst Path Class, Setup | `input port to register` |
| Min-Delay Path Class | `register to register` |
| Cell depth of the worst hold path | `0` |
| Worst voltage drop across the vdd grid | `0.0480 mV` |
| Leakage | `11.0 nW` |
| Top-level I/O count | `19` |
| Worst setup path start | `isstring` |
| Reg2reg path depth | `15` |
| YS chip area | `around 25000 um2` |
| Largest cells by area after synthesis | `sky130_fd_sc_hd__dfrtp_1 38%, sky130_fd_sc_hd__o21ai_0 7.2%, sky130_fd_sc_hd__nand2_1 6.9%` |
| Start of the worst register-to-register path | `string_index[1]` |
| Via total after detailed routing | `27560` |
| Die Size | `between 40000 and 50000 um2` |
| M1 GR Usage | `68.6%` |
| Root buf cell | `sky130_fd_sc_hd__clkbuf_16` |
| Post-synthesis instance area | `24500 um2` |
| Largest net degree at the start of global routing | `around 120` |
| Worst Tran Pin Value | `1340 ps` |
| Total of hold buffers inserted after clock tree synthesis | `0` |
| Cell area after layout | `27300 um2` |
| Post-route ant nets | `0` |
| H-Tree Depth | `2` |
| DRC viols | `0` |
| Terminus of the critical flop-to-flop path | `string_index_temp[1]` |
| Total of max-cap violations | `0` |
| Arrival @ worst endpoint | `9240 ps` |
| Slew headroom | `10.2%` |
| Fraction of final layout cells sized beyond drive strength 1 | `13.0%` |
| Ys cells | `2884` |
| Unrepaired setup endpoints after global routing | `no` |
| Post-detailed-placement half-perimeter wirelength | `92800 um` |
| Number of sinks on the clock net | `374` |
| Post-synth tally of flip-flops with integrated enable | `0` |
| Critical path launch point type | `input port` |
| Post-Place Cell Area | `around 26000 um2` |
| End point of the critical path | `string[22][0]` |
| Synthesized area per cell | `8.51 um2` |
| # setup viols final | `0` |
| Inserted Clock Buffers | `44` |
| CP Max Fanout | `35` |
| First-pass GRT wire length | `200000 um` |
| Post-Synthesis Cells | `2884` |
| Worst reg2reg setup slack | `roughly 21000 ps` |
| Warning total across the stage logs | `52` |
| Final count of hold timing violations | `0` |
| Yosys top cell area share | `roughly two fifths` |
| Maximum clock frequency | `~110 MHz` |
| Row count | `80` |
| DIE HEIGHT | `224 um` |
| Capturing element type of the critical path | `register` |
| Final clock skew | `26.8 ps` |
## logic make-up (layout without fill, tap and decap cells)
logic type,Yosys count,count (layout),share of synthesized area (%)
compound gates,1016,1016,28.1
simple gates,1008,1008,19.5
flops,374,374,38.1
buf+inv,276,287,4.96
mux,133,133,5.94
xor+xnor,39,39,1.39
fa+ha+maj,38,38,1.94
other cells,0,20,0
## layout by cell type (no fill, tap or decap), types with 36 or more instances in the layout
master and n:
sky130_fd_sc_hd__o21ai_0 355, sky130_fd_sc_hd__nand3_1 120, sky130_fd_sc_hd__a222oi_1 43, sky130_fd_sc_hd__nor2_1 127, sky130_fd_sc_hd__nand4_1 50, sky130_fd_sc_hd__mux2i_1 68, sky130_fd_sc_hd__clkbuf_16 46, sky130_fd_sc_hd__nand2_1 453
sky130_fd_sc_hd__inv_1 36, sky130_fd_sc_hd__a221oi_1 56, sky130_fd_sc_hd__a21oi_1 112, sky130_fd_sc_hd__buf_4 145, sky130_fd_sc_hd__dfrtp_1 370, sky130_fd_sc_hd__mux2_2 58, sky130_fd_sc_hd__a22o_1 60, sky130_fd_sc_hd__a22oi_1 131
## critical path, stage by stage
cell and delay (ps):
sky130_fd_sc_hd__clkdlybuf4s50_1 460, sky130_fd_sc_hd__buf_4 370, sky130_fd_sc_hd__nor2b_1 130, sky130_fd_sc_hd__o21ai_0 300, sky130_fd_sc_hd__nand2_1 190, sky130_fd_sc_hd__nor3_2 250
sky130_fd_sc_hd__buf_4 480, sky130_fd_sc_hd__nand2_1 870, sky130_fd_sc_hd__o21ai_0 520
## registers in the layout, summed over array words and instances, names as in the netlist, 4 cells and up
signal             count
match_index            5
pattern               64
pattern_cnt            4
pattern_index          4
star_index             4
state                  5
string               256
string_cnt             6
string_cnt_temp        6
string_index           6
string_index_temp      6
## per-layer routing
metal / wire (um) / share of wire [%] / vias to the layer above
met5: 913 / 0.64 / -
met4: 14600 / 10 / 28
met3: 25800 / 18 / 944
met2: 54200 / 38 / 2653
met1: 46700 / 33 / 13080
li1: - / - / 10855
## cell usage after synthesis, drive strengths merged, types with 17 or more instances
| cell | number |
|---|---|
| a211oi | 20 |
| a21oi | 122 |
| a221oi | 56 |
| a222oi | 43 |
| a22o | 60 |
| a22oi | 131 |
| a31oi | 26 |
| and2 | 20 |
| and3 | 33 |
| buf | 112 |
| clkbuf | 124 |
| dfrtp | 373 |
| ha | 38 |
| inv | 39 |
| mux2 | 61 |
| mux2i | 68 |
| nand2 | 454 |
| nand3 | 120 |
| nand3b | 26 |
| nand4 | 50 |
| nor2 | 154 |
| nor2b | 21 |
| nor3 | 38 |
| o211ai | 17 |
| o21ai | 365 |
| o22ai | 30 |
| xnor2 | 24 |
## power breakdown
part	leakage, nW	total (W)	internal [W]	switching (W)
clock network	0.738	0.000599	0.000348	0.000251
registers	5.20	0.000537	0.000537	0.000000101
logic	5.04	0.0000278	0.00000413	0.0000236
## through the flow
stage | std cells | worst slack [ps] | util [%] | hold slack [ps]
after CTS | 3510 | 19650 | 56.7 | 359
after global placement | 3428 | 19360 | 53.5 | 342
after detailed placement | 3428 | 19120 | 53.5 | 336
final | 3530 | 19450 | 56.8 | 354
after global routing | 3515 | 19390 | 56.7 | 379
after floorplan | 2884 | 12170 | - | 331
## how the worst min path moves through the flow
stage	slack [ps]	startpoint	endpoint
after CTS	360	match_t	match
after global routing	380	match_t	match
final	350	match_t	match
## layout make-up
| class | instances | area, um2 |
|---|---|---|
| Antenna cell | 20 | 50.0 |
| Clock buffer | 58 | 1240 |
| Clock inverter | 24 | 263 |
| Fill cell | 4059 | 20800 |
| Inverter | 40 | 158 |
| Multi-Input combinational cell | 2234 | 14100 |
| Sequential cell | 374 | 9370 |
| Tap cell | 615 | 769 |
| Timing Repair Buffer | 165 | 1310 |
Power figures rest on the tool's default switching activity, not on a simulated workload.
